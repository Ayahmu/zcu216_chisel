==> flow/design.v <==
`timescale 1ns / 1ps
module axis_axis_trigger_start #(
    parameter DATA_WIDTH      = 32
)(
    input  wire                       aclk,
    input  wire                       aresetn,
    input  wire [DATA_WIDTH-1:0]      s_data_tdata,
    input  wire                       s_data_tvalid,
    output reg                        s_data_tready,
    input  wire                       s_data_tlast,
    output reg  [DATA_WIDTH-1:0]      m_data_tdata,
    output reg                        m_data_tvalid,
    input  wire                       m_data_tready,
    input  wire                       trigger_in
);
    localparam STATE_IDLE = 2'd0;
    localparam STATE_RUN  = 2'd1;
    reg [1:0] state;
    reg [1:0] trig_sync;
    reg       trig_d;
    wire      trigger_posedge;
    always @(posedge aclk or negedge aresetn) begin
        if (!aresetn) begin
            trig_sync <= 2'b00;
            trig_d    <= 1'b0;
        end else begin
            trig_sync <= {trig_sync[0], trigger_in};
            trig_d    <= trig_sync[1];
        end
    end
    assign trigger_posedge = trig_sync[1] && (!trig_d);
    always @(posedge aclk or negedge aresetn) begin
        if (!aresetn) begin
            state <= STATE_IDLE;
        end else begin
            case (state)
                STATE_IDLE: begin
                    if (trigger_posedge && s_data_tvalid) begin
                        state <= STATE_RUN;
                    end
                end
                STATE_RUN: begin
                    if (s_data_tvalid && s_data_tready && s_data_tlast) begin
                        state <= STATE_IDLE;
                    end
                end
            endcase
        end
    end
        always @(*) begin
        s_data_tready = 1'b0;
        m_data_tvalid = 1'b0;
        m_data_tdata  = {DATA_WIDTH{1'b0}};
        case (state)
            STATE_IDLE: begin
                s_data_tready = 1'b0; 
                m_data_tvalid = 1'b0; 
            end
            STATE_RUN: begin
                m_data_tvalid = s_data_tvalid;
                s_data_tready = m_data_tready;
                m_data_tdata  = s_data_tdata;
            end
        endcase
    end
endmodule
==> flow/run.sh <==
#!/bin/bash
# OpenROAD 26Q1-2900-gdf79404cd8, Yosys 0.63+post, stock flow scripts
make -C /OpenROAD-flow-scripts/flow DESIGN_CONFIG=/design/flow/config.mk WORK_HOME=/design/flow/orfs finish
==> flow/config.mk <==
export PLATFORM = sky130hd
export DESIGN_NAME = axis_axis_trigger_start
export DESIGN_NICKNAME = axis_axis_trigger_start
export VERILOG_FILES = /design/flow/design.v
export SDC_FILE = /design/flow/constraint.sdc
export NUM_CORES = 4
export LEC_CHECK = 1
export CORE_AREA = 10 10 70 70
export DIE_AREA = 0 0 80 80
==> flow/constraint.sdc <==
current_design axis_axis_trigger_start

set clk_period 1.4
set clk_io_pct 0.2

create_clock -name clk0 -period $clk_period [get_ports {aclk}]

set non_clock_inputs [all_inputs -no_clocks]
set_input_delay [expr $clk_period * $clk_io_pct] -clock clk0 $non_clock_inputs
set_output_delay [expr $clk_period * $clk_io_pct] -clock clk0 [all_outputs]
==> results.txt <==
flow finished, numbers: status=complete, but fails checks, failing checks=negative setup slack, cell area after layout=about 1300 µm², Initial DRT Pass Iterations=3, post-layout period usage=1.16, Synthesized registers=5, 1st-iter DRT viols=6, crit path time final=~1600 ps, number of logged tool warnings=27, share of layout cells above drive strength 1=0.655, # clock sinks=5, Max Clk Rate=0.613 GHz, Via Count=roughly 680, Initial Utilization=0.126, CP Max Fanout=4, H-tree depth=1, Top area cell types=and2_2, dfrtp_1, dfstp_2, and2_1, clkbuf_2, post-cts hold buffer count=0, # IOs=approximately 70, first-pass GRT wire length=2980 µm, dominant register cell=dfrtp_1, Die Span X=80 µm, initial antenna violation count=0, Avg Inst Size Synth=~9.0 µm², Final Max Slew Viols=0, Worst Skew=5.80 ps, most frequent cell on the critical path=buf_6, Clock transition at path regs=about 50 ps, TritonCTS clock tree=built, Placed Area=between 1000 and 1500 µm², Total GRT Usage=0.0583, Synth top cells by count=and2_2, dfrtp_1, and2_1, clkbuf_2, die area=between 6000 and 7000 µm², Synth warnings=1, CP max stage cell=dfrtp_2, diodes inserted=0, yosys cell count=roughly 48, Max-slew headroom=0.854, Root Driver=clkbuf_4, Seq share, synth=0.294, Post-Syn Instances=roughly 48, Least-Margin Pin Slew=about 220 ps, grt total ovfl=0, Synth-to-Final Area Change=205%, post-synth top area cell=and2_2, post-DR wirelength/cell=13.6 µm, crit path kind=reg2out, Routed Antenna Nets=0, Post-Place Cells=165, Max Buffers Root-to-Sink=2, pre-CTS WS=-301 ps, Buffers on Ports=a little over 70, Top cell area share=0.541, Worst Setup Start Kind=register, final setup violation count=29, TritonCTS buffer count=3, CP max stage delay=440 ps, GP Congestion=0.777, count leader, synth=and2_2, crit path DAT=roughly 1400 ps, VDD IR max=around 460 µV, post-synth cell types=11, Final Hold Violating Endpoints=0, Async SR Flop Fraction=1.00, Yosys Chip Area=430 µm², count of library flops with an enable pin=0, hold crit path type=in2async, final wirelength=roughly 2500 µm, setup ws final=-230 ps, Mapped Area=around 430 µm², DRC violations left=0, Via density=~3.7, Data required, critical path=about 1100 ps, core area=3420 µm², CP top delay family=buffers and inverters, CP Cell Sequence=buf_6 -> buf_6 -> buf_6 -> buf_6 -> and2_4 -> buf_6, vias in the first global route=536, Cell Rows=21, max cap viols=0, final core occ=0.384, Latency at later pin=approximately 240 ps, final non-filler cell total=between 150 and 200, Setup TNS=-1760 ps, PwrDens=896 nW/µm², unrepaired setup endpoints after global routing=true, largest net degree at the start of global routing=22, Buf+Inv Stages, Crit Path=5, Post-DP HPWL=around 1900 µm, Setup crit end kind=output pin, die span in y=~80 µm, leakage=roughly 0.67 nW
==> registers in the layout, indices dropped and copies added, names as in the netlist <==
register   flops
state          2
trig_d         1
trig_sync      2
==> metal layers <==
metal	vias to the layer above	wire length (µm)	global-route usage	share of wire
li1	330	-	-	-
met2	56	861	0.0803	0.34
met1	293	1410	0.0813	0.56
met4	0	0	0.00176	0
met5	-	0	0	0
met3	0	238	0.0330	0.095
==> kinds of logic (layout without fill, tap and decap cells) <==
family,after synthesis,after routing,share of synthesized area
compound gates,2,2,0.0320
buf+inv,4,95,0.0436
flops,5,5,0.294
simple gates,37,37,0.631
==> layout by cell type (no fill, tap or decap), drive strengths merged <==
cell type / n
dfstp: 1
nand3: 1
and2: 34
and3b: 1
dlymetal6s2s: 1
a22o: 1
dlygate4sd2: 2
dfrtp: 4
inv: 1
o21ai: 1
nand4: 1
clkbuf: 35
clkdlybuf4s50: 35
buf: 21
==> worst paths after layout <==
path,slack (ps),endpoint,start,depth (start not counted)
max in group asynchronous,890,state[0],aresetn,1
min in group clk0,340,trig_sync[1],trig_sync[0],0
max reg2reg,10,state[1],state[1],7
max,-230,s_data_tready,state[1],6
min,260,trig_sync[1],aresetn,1
min reg2reg,340,trig_sync[1],trig_sync[0],0
==> layout make-up <==
class                      instances  area (µm²)
clock buffer                       4        26.3
fill                             337        2100
inverter                           1        3.75
multi-input combinational         39         323
sequential                         5         128
tap                               46        57.6
timing repair buffer              90         773
==> worst register-to-register path: cells and delay by family (launching register included) <==
family / cells / cell delay [ps]
flip-flops: 1 / 440
buffers and inverters: 6 / 680
AND-OR/OR-AND: 1 / 170
==> where the power goes <==
group | switching (mW) | leakage (nW) | internal [mW]
combinational | 0.218 | 0.600 | 0.604
clock | 0.0557 | 0.0150 | 0.108
sequential | 0.0187 | 0.0571 | 0.170
==> stage by stage <==
stage | power (mW) | hold slack [ps]
6_report | 1.17 | 257
5_1_grt | 1.26 | 256
4_1_cts | 0.928 | 251
3_5_place_dp | 0.756 | 338
3_3_place_gp | 0.753 | 342
2_1_floorplan | 0.326 | -15.6
==> what timing repair did <==
item,4_1_cts,5_1_grt
gates resized,6,116
setup endpoints to repair,34,33
pin swaps,0,1
cloned,0,3
setup buffers,0,13
Power is estimated from default activity; no workload was simulated.
