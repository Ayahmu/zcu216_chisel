File: flow/run.sh
#!/bin/bash
# OpenROAD 26Q1-2900-gdf79404cd8, Yosys 0.63+post, stock flow scripts
make -C /OpenROAD-flow-scripts/flow DESIGN_CONFIG=/design/flow/config.mk WORK_HOME=/design/flow/orfs finish
File: flow/config.mk
export PLATFORM = sky130hd
export DESIGN_NAME = AXIS_PULSE_GEN
export DESIGN_NICKNAME = AXIS_PULSE_GEN
export VERILOG_FILES = /design/flow/design.v
export SDC_FILE = /design/flow/constraint.sdc
export NUM_CORES = 4
export LEC_CHECK = 1
export CORE_AREA = 10 10 101 101
export DIE_AREA = 0 0 111 111
File: flow/constraint.sdc
current_design AXIS_PULSE_GEN

set clk_period 3.1
set clk_io_pct 0.2

create_clock -name clk0 -period $clk_period [get_ports {aclk}]

set non_clock_inputs [all_inputs -no_clocks]
set_input_delay [expr $clk_period * $clk_io_pct] -clock clk0 $non_clock_inputs
set_output_delay [expr $clk_period * $clk_io_pct] -clock clk0 [all_outputs]
File: flow/design.v
`timescale 1ns / 1ps
module AXIS_PULSE_GEN #(
    parameter WAVE_PERIOD   = 4096,
    parameter PULSE_WIDTH   = 1
)(
    input  wire aclk,
    input  wire aresetn,
    output wire trigger_out
);
    reg [31:0] sample_cnt;
    reg        trigger_reg;
    assign trigger_out = trigger_reg;
    always @(posedge aclk or negedge aresetn) begin
        if (!aresetn) begin
            sample_cnt  <= 0;
            trigger_reg <= 1'b0;
        end else begin
            if (sample_cnt >= WAVE_PERIOD - 1) begin
                sample_cnt <= 0;
            end else begin
                sample_cnt <= sample_cnt + 1;
            end
            if (sample_cnt < PULSE_WIDTH) begin
                trigger_reg <= 1'b1; 
            end 
            else begin
                trigger_reg <= 1'b0;
            end
        end
    end
endmodule
==> notes.md <==
Results of the flow run.

In this run the VDD rail shows a maximum IR drop of approximately 0.00017 V. From left edge to right edge, the die measures 111 µm. In the synthesized netlist the async set-or-reset flop fraction comes to 1.00. The timing report gives the biggest stage delay along the critical path as approximately 0.45 ns. The detailed-routing iteration count for the pre-antenna-repair pass stands at 4. The stage logs contain a warning count of 26. After synthesis, the most frequently instantiated cells are sky130_fd_sc_hd__dfrtp_1 (33), sky130_fd_sc_hd__nor2_1 (9), sky130_fd_sc_hd__xnor2_1 (8).

After filler insertion, the fill cell instance count of the layout stands at 862. Setup repair after global routing left no endpoint under its margin. The worst hold path belongs to the class reg -> reg. The final timing report derives a shortest allowable period of 1.67 ns. After legalization and detailed placement, the total HPWL measured approximately 1100 µm. The DRC violation total left in the routed layout is recorded as 0. CTS saw 33 sinks. The portion of the post-synthesis area used by sequential elements stands at 0.668. The arrival time of data at the critical path endpoint stands at 1.05 ns. The number of levels in the clock H-tree stands at 2.

The first global-routing pass estimated 3410 µm of wire. For this run, the top clock speed supported by timing is 598 MHz. The most common cell in the synthesized netlist is sky130_fd_sc_hd__dfrtp_1. Post-synth the commonest register cell is sky130_fd_sc_hd__dfrtp_1.

The number of global-route vias before repair came to between 700 and 800. Clock latency on the worst-skew pair, taken at its later pin, is 0.28 ns. From bottom edge to top edge, the die measures between 100 and 150 µm.

The routed wire length stands at roughly 1800 µm. The slack of the worst reg-to-reg path stands at about 1.6 ns. The synthesis report lists the Yosys warning total as 1.

The pre-placement core utilization stands at 0.152. The worst setup path is captured at an output pin. Averaged over all synthesized cells, the footprint is ~14 µm². For this design the ratio of total power to cell area is 554 nW/µm². The share of Yosys cell area claimed by the top area cell type stands at 0.668. The CTS report gives the tree buffer count as 5. In the setup report, the worst path falls into the class reg -> out. Per the post-CTS timing run, clock transition at the registers of the reported paths is ~0.070 ns.

The slowest stage of the critical path is the sky130_fd_sc_hd__clkdlybuf4s50_1 cell. The number of slew-limit violations in the final report stands at 0. As logged by OpenROAD, the buffers inserted on ports number 2. In this run the core area contains 33 standard-cell rows. Counting along the longest clock path gives a buffer depth of 2. The routed wire length per instance stands at 7.84 µm.

The leakage power stands at 0.640 nW. Adding up every negative setup slack in the final design gives 0 ns. The yosys-reported design area after synthesis stands at 1240 µm². Per STA, the worst path accumulates the most delay in the family buffers and inverters. The mean number of vias per cell stands at around 3. The synthesized netlist was found by Yosys to have approximately 91 cells. The via count of the routed design stands at between 600 and 700. After technology mapping, the gate count stands at a little over 90. The cell type that accounts for the most area after synthesis is sky130_fd_sc_hd__dfrtp_1. The number of antenna cells inserted stands at 0. The number of placed I/O pins stands at 3. STA puts the critical path data required time at roughly 2.5 ns. For this design, the CTS-stage hold fixing added 0 buffers. The post-route antenna net violation count stands at 0. Detailed placement reports a standard cell area of 1460 µm².

The post-CTS resize count stands at 0. In this run the maximum-capacitance check reported violations numbering 0. By area the synthesized netlist is led by sky130_fd_sc_hd__dfrtp_1 (67%), sky130_fd_sc_hd__xnor2_1 (5.7%), sky130_fd_sc_hd__nor4_1 (3.5%). STA classifies the critical path startpoint as a flip-flop. The global routing report lists combined usage of all routing layers as 0.0319. The root buffer cell chosen for the clock tree is sky130_fd_sc_hd__clkbuf_8.

TritonCTS built the clock tree. The violation tally from detailed-route iteration zero stands at 10. The area of the core stands at between 8000 and 9000 µm². Of all nets on the critical path, the largest fanout is 1. The pin count of the biggest net entering global routing stands at 34.

The initial antenna violation count stands at 0. The overflow left after global routing stands at 0. Listed in order, past its start point the critical path passes clkdlybuf4s50_1. The number of flip-flops under the largest register name stands at 32. The clock skew stands at 0.00582 ns.

The chip occupies between 10000 and 15000 µm². In this run, synthesis inferred 0 flip-flops with an integrated enable. The flow ran to the end, and the final reports show no timing, DRC or antenna violations. The post-synthesis register bit count stands at 33. The final setup violation count stands at 0.

The number of buffers added for setup after CTS stands at 0. Compared with the post-synthesis result, the final layout area differs by 27.4%. The placement summary gives the final routability congestion estimate as slightly below 0.8.

Counting both buffers and inverters, the worst setup path holds a total of 1. The share of the clock period used by the worst path stands at 0.539. The final design instance area without fill stands at around 1600 µm². Per the final timing report, the hold violations number 0.

The cell area after technology mapping stands at ~1200 µm². Per the synthesis report, the number of distinct cell types is 21. The fraction of final layout cells with drive strength greater than 1 stands at 0.167.
==> cells in the final DEF (no fill, tap or decap) <==
master                            instances
sky130_fd_sc_hd__a211oi_1                 1
sky130_fd_sc_hd__a31oi_1                  1
sky130_fd_sc_hd__and3_1                   2
sky130_fd_sc_hd__buf_4                    1
sky130_fd_sc_hd__bufinv_16                1
sky130_fd_sc_hd__clkbuf_8                 6
sky130_fd_sc_hd__clkdlybuf4s50_1          2
sky130_fd_sc_hd__clkinvlp_4               1
sky130_fd_sc_hd__conb_1                  20
sky130_fd_sc_hd__dfrtp_1                 33
sky130_fd_sc_hd__ha_1                     2
sky130_fd_sc_hd__inv_1                    4
sky130_fd_sc_hd__nand2_1                  2
sky130_fd_sc_hd__nand3_1                  2
sky130_fd_sc_hd__nand3_2                  3
sky130_fd_sc_hd__nand4_1                  1
sky130_fd_sc_hd__nand4_2                  1
sky130_fd_sc_hd__nor2_1                   9
sky130_fd_sc_hd__nor3_1                   5
sky130_fd_sc_hd__nor3_2                   4
sky130_fd_sc_hd__nor3_4                   1
sky130_fd_sc_hd__nor3b_2                  2
sky130_fd_sc_hd__nor4_1                   7
sky130_fd_sc_hd__xnor2_1                  8
sky130_fd_sc_hd__xor2_1                   1
==> stage by stage <==
stage	std cells	power [mW]	util	hold WS, ns	worst slack (ns)
after floorplan	110	0.458	-	0.324	1.77
after global placement	217	0.470	0.179	0.544	1.59
after detailed placement	217	0.471	0.179	0.534	1.57
after CTS	225	0.883	0.194	0.541	1.41
after global routing	225	0.909	0.194	0.573	1.34
final	225	0.872	0.194	0.538	1.43
==> path summary, 6_finish.rpt <==
check	from	depth (start not counted)	endpoint
hold reg to reg	sample_cnt[0]	1	sample_cnt[0]
setup / recovery	trigger_reg	1	trigger_out
setup reg to reg	sample_cnt[15]	3	sample_cnt[3]
min in group asynchronous	aresetn	2	sample_cnt[11]
hold / removal	sample_cnt[0]	1	sample_cnt[0]
max in group asynchronous	aresetn	2	sample_cnt[12]
==> cell families (layout without fill, tap and decap cells) <==
family	Yosys count	in the layout	share of synthesized area
AND/OR/NAND/NOR	39	39	0.213
flip-flops	33	33	0.668
XOR/XNOR	9	9	0.0638
buffers and inverters	5	15	0.0213
adder cells (fa/ha/maj)	2	2	0.0202
AND-OR/OR-AND	2	2	0.0111
other	1	20	0.00303
==> layout make-up <==
| type | count | area [µm²] | area share |
|---|---|---|---|
| timing repair buffer | 3 | 27.5 | 0.0175 |
| clock inverter | 2 | 37.5 | 0.0238 |
| tap | 105 | 131 | 0.0834 |
| clock buffer | 6 | 82.6 | 0.0524 |
| multi-input combinational | 72 | 455 | 0.289 |
| inverter | 4 | 15.0 | 0.00953 |
| sequential | 33 | 826 | 0.524 |
==> metal layers <==
layer / up-vias / share of wire / wire, µm / global-route usage
met1: 314 / 0.49 / 869 / 0.0440
met3: 2 / 0.058 / 102 / 0.0115
met2: 9 / 0.44 / 782 / 0.0472
met4: 0 / 0.0057 / 10 / 0.00608
met5: - / 0 / 0 / 0
li1: 348 / - / - / -
==> report_power, final <==
| part | total [mW] | internal (mW) | switching (mW) |
|---|---|---|---|
| Combinational | 0.0138 | 0.00272 | 0.0111 |
| Clock | 0.411 | 0.261 | 0.150 |
| Sequential | 0.447 | 0.444 | 0.00361 |
Power and IR drop assume default switching activity.
