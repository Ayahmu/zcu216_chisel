--- flow/config.mk ---
export PLATFORM = sky130hd
export DESIGN_NAME = axis_tlast_generator
export DESIGN_NICKNAME = axis_tlast_generator
export VERILOG_FILES = /design/flow/design.v
export SDC_FILE = /design/flow/constraint.sdc
export NUM_CORES = 4
export LEC_CHECK = 1
export CORE_AREA = 10 10 112 112
export DIE_AREA = 0 0 122 122
--- flow/constraint.sdc ---
current_design axis_tlast_generator

set clk_period 4.7
set clk_io_pct 0.2

create_clock -name clk0 -period $clk_period [get_ports {aclk}]

set non_clock_inputs [all_inputs -no_clocks]
set_input_delay [expr $clk_period * $clk_io_pct] -clock clk0 $non_clock_inputs
set_output_delay [expr $clk_period * $clk_io_pct] -clock clk0 [all_outputs]
--- flow/design.v ---
module axis_tlast_generator #(
    parameter DATA_WIDTH = 128,
    parameter PACKET_LEN = 1024
)(
    input  wire                  aclk,
    input  wire                  aresetn,
    input  wire [DATA_WIDTH-1:0] s_axis_tdata,
    input  wire                  s_axis_tvalid,
    output wire                  s_axis_tready,
    output wire [DATA_WIDTH-1:0] m_axis_tdata,
    output wire                  m_axis_tvalid,
    input  wire                  m_axis_tready,
    output wire                  m_axis_tlast
);
    reg [31:0] beat_count;
    assign m_axis_tdata  = s_axis_tdata;
    assign m_axis_tvalid = s_axis_tvalid;
    assign s_axis_tready = m_axis_tready;
    assign m_axis_tlast = (beat_count == PACKET_LEN - 1);
    always @(posedge aclk or negedge aresetn) begin
        if (!aresetn) begin
            beat_count <= 0;
        end else begin
            if (s_axis_tvalid && m_axis_tready) begin
                if (beat_count == PACKET_LEN - 1) begin
                    beat_count <= 0;
                end else begin
                    beat_count <= beat_count + 1;
                end
            end
        end
    end
endmodule
--- flow/run.sh ---
#!/bin/bash
# OpenROAD 26Q1-2900-gdf79404cd8, Yosys 0.63+post, stock flow scripts
make -C /OpenROAD-flow-scripts/flow DESIGN_CONFIG=/design/flow/config.mk WORK_HOME=/design/flow/orfs finish
==> out/results.ini <==
[run_status]
outcome = complete, no violations

[yosys]
ys_cells = 278
netlist_area_um2 = 2560
synth.ff_latch_count = 32
avgSynthCellArea_um2 = 9.22
synth-warning-count = 1
netlist_instances = 278
yosysUniqueCellTypes = 28
share_of_the_yosys_chip_area_belonging_to_registers_pct = 31.2
ys_area_um2 = 2560

[worst_setup_path]
critical_path_class = register to primary output
timing.critical_path.required_ns = 3.76
reg2reg_setup_slack_ns = 2.79
worstReg2RegStart = beat_count[2]
worstSetupStartpointType = register
critPathArrivalTime_ns = 2.29
reg2reg_depth = 4
crit-reg2reg-capture = beat_count[25]
crit_fanout = 7
end_kind = primary output

[cells_and_area]
area_delta_synth_final_pct = -26.0
layout_top_registers = beat_count: 32 flops
fillerInstances = 1086
max_flop_register = beat_count
mi_comb_area_um2 = 757
drive_gt1_share_pct = 6.83
flip_flop_count_of_the_largest_register_all_copies_and_words_added = 32
area.sequential_um2 = 801

[clocking]
hold_buffers = 0
clock_buffers_created_by_tritoncts = 5
clkSlewWorstSetupHoldPaths_ns = 0.06
cts_buffer_depth = 2
post_cts_resized = 0
clockRootBuffer = sky130_fd_sc_hd__clkbuf_8
tritoncts_num_sinks = 32
cts_tree = done
htree_num_levels = 2
clk-insertion-delay-late_ns = 0.28
cts_setup_buffers = 0

[sta]
clock_skew_ns = 0.00536
slew-limit-headroom_pct = 43.9
timing.setup.tns_ns = 0
worst_slew_pin_slew_ns = 0.837
final_min_period_over_clock_period_pct = 68.8
timing_hold_violations_final = 0
drv_slew = 0
fmax_ghz = 0.309
setup_violations_final = 0
rsz0062_at_grt = false
final.min_clock_period_ns = 3.23

[routing]
detail_route.drc_violations = 0
vias_per_inst = 4.30
wire_per_inst_um = 12.0
routed_wirelength_um = 3550
vias = 1276
num_antenna_cells = 0
dr.pass1.iters = 4
detail_route.iter0.violations = 52
antenna_left = 0

[floorplanning]
row_count = 37
floorplan.core_area_um2 = 10200
die_area_um2 = 14900
fp.dieW_um = 122
die_height_um = 122
top_level_ports = 263
fp-utilization_pct = 25.1

[flow_run]
tool_warnings = 25
max_cap_violations = 0

[placement]
gp_congestion = 0.810
buffer_ports.inserted = 6
place_hpwl_um = 2430

[min_path]
min-delay-start = beat_count[31]
hold_path_depth = 1
worst_hold_path_type = register to register
hold_end = beat_count[31]

[power_and_ir_drop]
power.static_leakage_nw = 0.750
cellPowerDensity_nw_per_um2 = 321
vdd.ir_drop.worst_uv = 124
power_mw = 0.609

[global_route]
grt_antenna_before_repair = 0
number_of_global_route_vias_before_repair = 1324
groute.usage.overall_pct = 4.88
first_pass_grt_wire_length_um = 6190
grt_max_degree = 33
global_route.overflow_total = 0

critical path, stage by stage, from the launching register on:
cell and delay, ns:
sky130_fd_sc_hd__dfrtp_1 0.41, sky130_fd_sc_hd__nor4_1 0.37, sky130_fd_sc_hd__nand4_1 0.18, sky130_fd_sc_hd__nor2_1 0.40, sky130_fd_sc_hd__and2_1 0.20, sky130_fd_sc_hd__clkdlybuf4s50_1 0.46
cells in the mapped netlist, drive strengths merged:
cell    instances  area (um^2)
buf           132          995
dfrtp          32          801
xnor2          25          219
nand3          13         65.1
nand4          13         96.3
nand2           9         33.8
nor3            7         51.3
nor4            7         50.1
a21oi           5         25.0
and4            5         43.8
nor2            5         18.8
and2            4         25.0
xor2            4         35.0
and3            3         18.8
inv             3         11.3
o21ai           3         15.0
nand2b          2         12.5
nor2b           2         12.5
a31oi           1         6.26
ha              1         12.5
mux2i           1         10.0
or3             1         6.26
per-layer routing:
layer / global-route usage, % / routed length [um] / vias to the layer above
met5: 0 / 0 / -
met4: 1.79 / 58 / 0
met3: 3.33 / 489 / 21
met2: 6.12 / 1370 / 78
met1: 6.40 / 1630 / 619
li1: - / - / 558
cells by family after synthesis:
family                     count (synthesis)  synth area share, %
adders and majority gates                  1                0.488
and+or+nand+nor                           71                 16.9
xor gates and xnor gates                  29                 9.91
muxes                                      1                0.390
AOI/OAI and AO/OA                          9                 1.81
buffers and inverters                    135                 39.2
DFF                                       32                 31.2
how the worst max path moves through the flow:
stage | to | slack, ns | from
finish | m_axis_tlast | 1.47 | beat_count[28]
global route | m_axis_tlast | 1.25 | beat_count[24]
CTS | m_axis_tlast | 1.49 | beat_count[24]
stage by stage:
step           hold WS (ns)  cells  area (um^2)  util, %  setup WS, ns
2_1_floorplan         0.447    278         2560        -          2.56
3_3_place_gp          0.468    289         1810     17.7          1.80
3_5_place_dp          0.467    289         1810     17.7          1.80
4_1_cts               0.485    297         1900     18.5          1.49
5_1_grt               0.512    297         1900     18.5          1.25
6_report              0.487    297         1900     18.5          1.47
placed cells by master (no fill, tap or decap):
cell type and count:
sky130_fd_sc_hd__dfrtp_1 32, sky130_fd_sc_hd__xnor2_1 25, sky130_fd_sc_hd__nand3_1 13, sky130_fd_sc_hd__nand4_1 12, sky130_fd_sc_hd__nand2_1 9, sky130_fd_sc_hd__nor4_1 6, sky130_fd_sc_hd__clkbuf_8 6, sky130_fd_sc_hd__clkdlybuf4s50_1 6
sky130_fd_sc_hd__nor2_1 5, sky130_fd_sc_hd__nor3_1 5, sky130_fd_sc_hd__and4_1 5, sky130_fd_sc_hd__a21oi_1 5, sky130_fd_sc_hd__and2_1 4, sky130_fd_sc_hd__xor2_1 4, sky130_fd_sc_hd__and3_1 3, sky130_fd_sc_hd__inv_1 3
sky130_fd_sc_hd__nand2b_1 2, sky130_fd_sc_hd__o21ai_0 2, sky130_fd_sc_hd__nor2b_1 2, sky130_fd_sc_hd__clkbuf_1 2, sky130_fd_sc_hd__nand4_4 1, sky130_fd_sc_hd__nor3_4 1, sky130_fd_sc_hd__nor3_2 1, sky130_fd_sc_hd__nor4_2 1
sky130_fd_sc_hd__or3_1 1, sky130_fd_sc_hd__o21ai_1 1, sky130_fd_sc_hd__mux2i_1 1, sky130_fd_sc_hd__a31oi_1 1, sky130_fd_sc_hd__ha_1 1, sky130_fd_sc_hd__buf_4 1
power by group:
| part | leakage, nW | switching, mW | internal [mW] |
|---|---|---|---|
| Combinational | 0.272 | 0.0324 | 0.0305 |
| Clock | 0.0455 | 0.0939 | 0.119 |
| Sequential | 0.433 | 0.0330 | 0.300 |
final cells by class:
type / instances / area share (%)
Clock buffer: 8 / 4.75
Inverter: 3 / 0.594
Multi-Input combinational cell: 111 / 39.9
Sequential cell: 32 / 42.2
Tap cell: 136 / 8.97
Timing Repair Buffer: 7 / 3.56
Power is estimated from default activity; no workload was simulated.
